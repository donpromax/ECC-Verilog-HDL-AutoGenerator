<file path="/design/flow/design.v">
module CRC16_serial(
  input clk,      
  input rst,      
  input sync,
  input data_in,  
  output reg [15:0] newcrc
);
  reg [15:0] feedback;
  reg d;
  reg [15:0] c;
  reg r_sync;
  always@(posedge clk)
  r_sync<=sync;
  always @(posedge clk or posedge rst)
  begin
    if(rst) begin    
      d <= 1'b0; 
      c <= 16'b0; 
    end
    else if(sync) begin
      d <= 1'b0;
      c <= 16'b0;
    end
    else if(r_sync) begin
      d <= data_in;
      c <= 16'b0;
    end         
    else begin
      d <= data_in;
      c <= newcrc;
    end
  end
  always@(*)
  begin
    feedback    = c[15] ^ d;
    newcrc[15]  = c[14] ^ feedback;
    newcrc[14]  = c[13];
    newcrc[13]  = c[12];
    newcrc[12]  = c[11];
    newcrc[11]  = c[10];
    newcrc[10]  = c[9];
    newcrc[9]   = c[8];
    newcrc[8]   = c[7];
    newcrc[7]   = c[6];
    newcrc[6]   = c[5];
    newcrc[5]   = c[4];
    newcrc[4]   = c[3];
    newcrc[3]   = c[2];
    newcrc[2]   = c[1] ^ feedback;
    newcrc[1]   = c[0];
    newcrc[0]   = feedback;
  end
endmodule
</file>
<file path="/design/flow/run.sh">
#!/bin/bash
# OpenROAD 26Q1-2900-gdf79404cd8, Yosys 0.63+post, stock flow scripts
make -C /OpenROAD-flow-scripts/flow DESIGN_CONFIG=/design/flow/config.mk WORK_HOME=/design/flow/orfs finish
</file>
<file path="/design/flow/config.mk">
export PLATFORM = sky130hd
export DESIGN_NAME = CRC16_serial
export DESIGN_NICKNAME = CRC16_serial
export VERILOG_FILES = /design/flow/design.v
export SDC_FILE = /design/flow/constraint.sdc
export NUM_CORES = 4
export LEC_CHECK = 1
export CORE_AREA = 10 10 93 93
export DIE_AREA = 0 0 103 103
</file>
<file path="/design/flow/constraint.sdc">
current_design CRC16_serial

set clk_period 2.0
set clk_io_pct 0.2

create_clock -name clk0 -period $clk_period [get_ports {clk}]

set non_clock_inputs [all_inputs -no_clocks]
set_input_delay [expr $clk_period * $clk_io_pct] -clock clk0 $non_clock_inputs
set_output_delay [expr $clk_period * $clk_io_pct] -clock clk0 [all_outputs]
</file>
==> Slide: Implementation Results <==
Physical Implementation Snapshot

Critical path
  • Kind of critical path: reg2out
  • Critical path peak fanout: 3
  • Worst Path Buf+Inv: 1
  • Reg2Reg Depth: 3
  • Req. time, crit path: 1.60 ns
  • CP max stage cell: clkdlybuf4s50_1
  • CP endpoint kind: primary output
  • CP Cell Sequence: xnor2_2 > xnor2_1 > clkdlybuf4s50_1
  • Critical path's top delay family: buffers and inverters
  • Worst EP arrival: 1.49 ns
  • WP depth: 3
  • Crit path largest cell delay: 0.49 ns
  • CP startpoint kind: flop

Power
  • LEAKAGE: 0.446 nW
  • Pwr per Cell Area: 707 nW/um2
  • Max VDD drop: 0.186 mV
  • Power Total: 0.000708 W

Clocking
  • Clk latency late pin: 0.24 ns
  • CTS tree: yes
  • Clock buffers created by TritonCTS: 3
  • CTS Hold Buffers Added: 0
  • # H-tree levels: 1
  • CTS Buffer Depth: 2
  • Clock Tree Root: clkbuf_8
  • Clock Sinks: 18
  • Worst-path clk slew: 0.06 ns

Cells and area
  • Share of cells above drive strength 1: 0.141
  • Sequential standard cell area: 445 um2
  • Comb gate area: 178 um2
  • Fill cell count: 750
  • Area grow syn2layout: 35.4%

Floorplan
  • Init Core Util: 0.109
  • Die Area: 10,600 um2
  • Core area: 6760 um2
  • Die height: 103 um
  • Die boundary width: 103 um
  • Number of cell rows: 30
  • # IOs: 20

Final timing
  • Worst Skew: 0.00144 ns
  • Tmin final: 1.89 ns
  • Final-report hold violation count: 0
  • Setup_tns: 0 ns
  • Worst slew pin tran: 0.637 ns
  • Final number of max-transition violations: 0
  • Slew margin rel.: 0.574
  • Endpoints failing setup: 0
  • Peak Freq: 528 MHz
  • Final worst-path cycle share: 0.947
  • RSZ-0062 raised after global routing: false

Synth
  • Post-synth top area share: 0.575
  • Xor/xnor share: 0.0457
  • Synth logic family: simple AND/OR/NAND/NOR gates
  • Post-synthesis compound-gate area fraction: 0
  • Register share after synthesis: 0.602
  • Area fraction in mux cells: 0.0305
  • Top area cell types: dfrtp_1, buf_4, and2_1
  • Post-synthesis cell count from yosys: 60
  • Asr flop ratio synth: 0.944
  • Yosys synthesis chip area: 739 um2
  • Cell taking the most area after synthesis: dfrtp_1
  • Simple share: 0.164
  • Flip-flops with a built-in enable: 0
  • Netlist cell types: 13
  • Avg Cell Area, Syn: 12.3 um2
  • Ys Warns: 1
  • Synth Flop Type: dfrtp_1
  • Yosys top cell by instances: dfrtp_1
  • Cells after Synth: 60
  • Top cells by count: dfrtp_1, buf_4, and2_1, nor3_1
  • Cell Area, Synth: 739 um2
  • Post-synth regs: 18
  • Adder Share, Synth: 0

Global route
  • Initial antenna violation count: 0
  • Pin count of the biggest net entering global routing: 18
  • Gr usage total: 0.0302
  • First-pass GRT wire length: 2440 um
  • Global route overflow: 0
  • Number of global-route vias before repair: 430

Routing
  • DR vias: 394
  • Remaining routing DRC violations: 0
  • Router iterations before antenna repair: 2
  • Wire length per cell: 10.1 um
  • Routed wire length: 1530 um
  • Drt initial violations: 54
  • Antenna-violating nets left: 0
  • Antenna Cells: 0
  • DR vias/cell: 2.61

Status
  • Status: finished clean

Hold path
  • Hold/Removal Path Class: reg2reg
  • Hold path depth: 1

Placed design
  • Dpl hpwl: 1210 um
  • GP Congestion: 0.679
  • PortBufs: 19

Job
  • Log Warnings: 25
  • Maxcap violations: 0
-- worst paths after layout --
kind | slack, ns | start | end
max | 0.11 | c[15] | newcrc[15]
min | 0.48 | c[10] | c[11]
max reg2reg | 0.78 | c[15] | c[2]
min reg2reg | 0.48 | c[10] | c[11]
max in group asynchronous | 1.08 | rst | c[15]
min in group asynchronous | 0.53 | rst | c[8]
-- report_power, final --
group          internal [W]  total (W)  switching, W
combinational     0.0000311  0.0000526     0.0000216
clock              0.000174   0.000283      0.000108
sequential         0.000369   0.000373    0.00000405
total              0.000574   0.000708      0.000134
-- placed cells by master, fill, tap and decap left out, drive strengths merged --
| cell type | n |
|---|---|
| clkdlybuf4s50 | 18 |
| dfrtp | 17 |
| and2 | 13 |
| clkbuf | 4 |
| nor3 | 3 |
| buf | 3 |
| xnor2 | 3 |
| inv | 2 |
| nor3b | 2 |
| mux2 | 2 |
| nor2 | 1 |
| nor2b | 1 |
| dlymetal6s2s | 1 |
| dfxtp | 1 |
-- cell families after synthesis --
logic type	count (synthesis)
xor gates and xnor gates	3
buffers and inverters	17
muxes	2
and+or+nand+nor	20
DFF	18
-- metal layers --
layer  wire, um  vias to the layer above  global-route usage
met5          0                        -                   0
met4         11                        0             0.00535
met3        168                        2              0.0190
met2        674                       10              0.0458
met1        671                      188              0.0359
li1           -                      194                   -
-- through the flow --
step           setup slack, ns  instances  utilization  hold slack, ns  cell area (um2)
3_3_place_gp             0.289        146        0.139           0.467              936
4_1_cts                 0.0112        150        0.147           0.487              991
2_1_floorplan            0.748         60            -           0.326              739
6_report                 0.106        151        0.148           0.482             1000
3_5_place_dp             0.295        146        0.139           0.468              936
5_1_grt                 0.0265        151        0.148           0.494             1000
-- flip-flops by register name (all words and copies together), names as in the netlist --
name    cells
c          16
r_sync      1
d           1
-- repair_timing --
item                       4_1_cts  5_1_grt
hold endpoints to repair         0        0
buffers inserted                 0        1
resized                          0        1
setup endpoints to repair        0        2
-- area by class of cell --
class                           count  area share
Timing Repair Buffer               22       0.215
Clock buffer                        4      0.0550
Multi-Input combinational cell     25       0.177
Inverter                            2     0.00750
Sequential cell                    18       0.445
Tap cell                           80       0.100
No activity file was given, so power comes from the tool's default toggle rates.

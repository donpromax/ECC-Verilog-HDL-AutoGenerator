**design/flow/run.sh**
```bash
#!/bin/bash
# OpenROAD 26Q1-2900-gdf79404cd8, Yosys 0.63+post, stock flow scripts
make -C /OpenROAD-flow-scripts/flow DESIGN_CONFIG=/design/flow/config.mk WORK_HOME=/design/flow/orfs finish
```
**design/flow/constraint.sdc**
```tcl
current_design CRC16_decoder

set clk_period 4.8
set clk_io_pct 0.2

create_clock -name clk0 -period $clk_period [get_ports {clk}]

set non_clock_inputs [all_inputs -no_clocks]
set_input_delay [expr $clk_period * $clk_io_pct] -clock clk0 $non_clock_inputs
set_output_delay [expr $clk_period * $clk_io_pct] -clock clk0 [all_outputs]
```
**design/flow/design.v**
```verilog
module CRC16_decoder(
  input clk,
  input reset,
  input sync,
  input [31:0] Data,
  output reg [31:0] correct_code
    );
  reg [31:0] d;
  reg [15:0] c;
  reg r_sync;
  wire [15:0] newcrc;
  always@(posedge clk)
    r_sync<=sync;
  always@(posedge clk or posedge reset) begin
    if(reset) begin
      d<=16'd0;
      c<=16'd0;
    end
    else if(sync) begin
      d<=16'd0;
      c<=16'd0;
    end
    else if(r_sync) begin
      d <= Data;
      c <= 16'd0;
    end
    else begin
      d <= Data;
      c <= newcrc;
    end
  end
    assign newcrc[0] = d[31] ^ d[30] ^ d[27] ^ d[26] ^ d[25] ^ d[24] ^ d[23] ^ d[22] ^ d[21] ^ d[20] ^ d[19] ^ d[18] ^ d[17] ^ d[16] ^ d[15] ^ d[13] ^ d[12] ^ d[11] ^ d[10] ^ d[9] ^ d[8] ^ d[7] ^ d[6] ^ d[5] ^ d[4] ^ d[3] ^ d[2] ^ d[1] ^ d[0] ^ c[0] ^ c[1] ^ c[2] ^ c[3] ^ c[4] ^ c[5] ^ c[6] ^ c[7] ^ c[8] ^ c[9] ^ c[10] ^ c[11] ^ c[14] ^ c[15];
    assign newcrc[1] = d[31] ^ d[28] ^ d[27] ^ d[26] ^ d[25] ^ d[24] ^ d[23] ^ d[22] ^ d[21] ^ d[20] ^ d[19] ^ d[18] ^ d[17] ^ d[16] ^ d[14] ^ d[13] ^ d[12] ^ d[11] ^ d[10] ^ d[9] ^ d[8] ^ d[7] ^ d[6] ^ d[5] ^ d[4] ^ d[3] ^ d[2] ^ d[1] ^ c[0] ^ c[1] ^ c[2] ^ c[3] ^ c[4] ^ c[5] ^ c[6] ^ c[7] ^ c[8] ^ c[9] ^ c[10] ^ c[11] ^ c[12] ^ c[15];
    assign newcrc[2] = d[31] ^ d[30] ^ d[29] ^ d[28] ^ d[16] ^ d[14] ^ d[1] ^ d[0] ^ c[0] ^ c[12] ^ c[13] ^ c[14] ^ c[15];
    assign newcrc[3] = d[31] ^ d[30] ^ d[29] ^ d[17] ^ d[15] ^ d[2] ^ d[1] ^ c[1] ^ c[13] ^ c[14] ^ c[15];
    assign newcrc[4] = d[31] ^ d[30] ^ d[18] ^ d[16] ^ d[3] ^ d[2] ^ c[0] ^ c[2] ^ c[14] ^ c[15];
    assign newcrc[5] = d[31] ^ d[19] ^ d[17] ^ d[4] ^ d[3] ^ c[1] ^ c[3] ^ c[15];
    assign newcrc[6] = d[20] ^ d[18] ^ d[5] ^ d[4] ^ c[2] ^ c[4];
    assign newcrc[7] = d[21] ^ d[19] ^ d[6] ^ d[5] ^ c[3] ^ c[5];
    assign newcrc[8] = d[22] ^ d[20] ^ d[7] ^ d[6] ^ c[4] ^ c[6];
    assign newcrc[9] = d[23] ^ d[21] ^ d[8] ^ d[7] ^ c[5] ^ c[7];
    assign newcrc[10] = d[24] ^ d[22] ^ d[9] ^ d[8] ^ c[6] ^ c[8];
    assign newcrc[11] = d[25] ^ d[23] ^ d[10] ^ d[9] ^ c[7] ^ c[9];
    assign newcrc[12] = d[26] ^ d[24] ^ d[11] ^ d[10] ^ c[8] ^ c[10];
    assign newcrc[13] = d[27] ^ d[25] ^ d[12] ^ d[11] ^ c[9] ^ c[11];
    assign newcrc[14] = d[28] ^ d[26] ^ d[13] ^ d[12] ^ c[10] ^ c[12];
    assign newcrc[15] = d[31] ^ d[30] ^ d[29] ^ d[26] ^ d[25] ^ d[24] ^ d[23] ^ d[22] ^ d[21] ^ d[20] ^ d[19] ^ d[18] ^ d[17] ^ d[16] ^ d[15] ^ d[14] ^ d[12] ^ d[11] ^ d[10] ^ d[9] ^ d[8] ^ d[7] ^ d[6] ^ d[5] ^ d[4] ^ d[3] ^ d[2] ^ d[1] ^ d[0] ^ c[0] ^ c[1] ^ c[2] ^ c[3] ^ c[4] ^ c[5] ^ c[6] ^ c[7] ^ c[8] ^ c[9] ^ c[10] ^ c[13] ^ c[14] ^ c[15];
  always @(*) begin
    correct_code = d;
    case(newcrc)
    16'h8005:correct_code[0] = !d[0];
    16'h800F:correct_code[1] = !d[1];
    16'h801B:correct_code[2] = !d[2];
    16'h8033:correct_code[3] = !d[3];
    16'h8063:correct_code[4] = !d[4];
    16'h80C3:correct_code[5] = !d[5];
    16'h8183:correct_code[6] = !d[6];
    16'h8303:correct_code[7] = !d[7];
    16'h8603:correct_code[8] = !d[8];
    16'h8C03:correct_code[9] = !d[9];
    16'h9803:correct_code[10] = !d[10];
    16'hB003:correct_code[11] = !d[11];
    16'hE003:correct_code[12] = !d[12];
    16'h4003:correct_code[13] = !d[13];
    16'h8006:correct_code[14] = !d[14];
    16'h8009:correct_code[15] = !d[15];
    16'h8017:correct_code[16] = !d[16];
    16'h802B:correct_code[17] = !d[17];
    16'h8053:correct_code[18] = !d[18];
    16'h80A3:correct_code[19] = !d[19];
    16'h8143:correct_code[20] = !d[20];
    16'h8283:correct_code[21] = !d[21];
    16'h8503:correct_code[22] = !d[22];
    16'h8A03:correct_code[23] = !d[23];
    16'h9403:correct_code[24] = !d[24];
    16'hA803:correct_code[25] = !d[25];
    16'hD003:correct_code[26] = !d[26];
    16'h2003:correct_code[27] = !d[27];
    16'h4006:correct_code[28] = !d[28];
    16'h800C:correct_code[29] = !d[29];
    16'h801D:correct_code[30] = !d[30];
    16'h803F:correct_code[31] = !d[31];
    endcase
  end
endmodule
```
**design/flow/config.mk**
```make
export PLATFORM = sky130hd
export DESIGN_NAME = CRC16_decoder
export DESIGN_NICKNAME = CRC16_decoder
export VERILOG_FILES = /design/flow/design.v
export SDC_FILE = /design/flow/constraint.sdc
export NUM_CORES = 4
export LEC_CHECK = 1
export CORE_UTILIZATION = 30
```
==> results.yml <==
# flow metrics
run_status:
  run_status: "finished, final reports clean"
synth:
  synth-async-reset-ratio_pct: 97.96
  yosys_warnings: 1
  synth_stat.cells: 344
  synth.avg_cell_area_um2: 10.71
  mappedNetlistArea_mm2: 0.003684
  ys_seq_share_pct: 33.15
  yosysUniqueCellTypes: 43
  ys_ff: 49
  ys.flop_type: "dfrtp_1"
  edf_count: 0
  synthCells: 344
  yosys_area_mm2: 0.003684
cells_and_area:
  area_delta_synth_final_pct: 28.40
  drive_gt1_share_pct: 10.63
routing:
  drc: 0
  num_antenna_cells: 0
  num_vias: 2669
  viasPerCell: 4.758
  firstDrtPassIters: 4
  wl_per_cell_um: 15.52
  drtAntennaViolNets: 0
  drt_iter0_drc: 158
  drt-total-wl_mm: 8.704
setup_path:
  critical_path_class: "reg -> out"
  worstReg2RegEnd: "c[15]"
  crit_path_end_kind: "output pin"
  arrival_ps: 3600
  reg2reg_depth: 5
  crit_path_start_kind: "flip-flop"
  r2r_start: "d[31]"
  regToRegSetupSlack_ps: 2320
  critPathRequiredTime_ps: 3840
  cp_max_fo: 6
sta:
  clock.fmax_mhz: 219.4
  setup-tns-final_ps: 0
  worst_pin_slew_ps: 611.1
  relSlewSlack_pct: 59.26
  period_used_pct: 94.97
  layout_min_cycle_time_ps: 4559
  hold_viol_final: 0
  setup_viol: 0
  rsz0062_at_grt: "false"
  slew_violations: 0
  finalClockSkew_ps: 7.655
flow_run:
  tool_warnings: 25
  drv_cap: 0
clock_tree:
  cts.sinks: 49
  hold_buffers: 0
  htreeDepth: 2
  clockBufferDepth: 2
  insertion_delay_ps: 290
  cts-root-buf: "clkbuf_16"
  cts_tree: "yes"
  clk_pin_slew_ps: 70
  numCtsBuffers: 5
  cts_setup_buffers: 0
floorplan:
  die_w_um: 112.8
  fp-row-count: 40
  io_pins: 67
  initCoreUtil_pct: 30.67
  coreArea_mm2: 0.01201
  die_h_um: 112.8
  chipArea_mm2: 0.01273
global_routing:
  grt_pass1_vias: 2704
  grt_pass1_wl_mm: 14.21
  antenna_found_initial: 0
  grt-ovfl-total: 0
  grt_start_max_net_pins: 49
  grt_use_total_pct: 14.87
worst_hold_path:
  worstHoldEndpoint: "c[5]"
  whs_path_depth: 2
  hp-start: "r_sync"
  hold_class: "reg -> reg"
placed_design:
  gp_congestion: 0.9214
  numPortBuffers: 66
  hpwl_mm: 6.698
pwr:
  p_per_area_mw_per_mm2: 594.9
  leakagePower_uw: 0.001908
  vdd_drop_max_mv: 0.3131
  finalPower_uw: 2813
## cell type report
class                           count  area [um2]
Fill cell                        1175        7282
Multi-Input combinational cell    278        2427
Inverter                            2       7.507
Clock inverter                      3       21.27
Tap cell                          147       183.9
Clock buffer                        5       125.1
Sequential cell                    49        1221
Timing Repair Buffer               77       743.2
## where the power goes
group / switching, uW / total (uW) / leakage [uW] / internal [uW]
Sequential: 36.3 / 496 / 0.000636 / 459
Clock: 155 / 349 / 0.0000702 / 194
Combinational: 1130 / 1970 / 0.00120 / 840
Total: 1320 / 2810 / 0.00191 / 1490
## cells in the mapped netlist, types with 8 or more instances
library cell / instances / area share, %
nor2_1: 26 / 2.6
nand2_1: 9 / 0.92
dfrtp_1: 48 / 33
nor2b_1: 37 / 6.3
xnor3_1: 17 / 10
xor2_1: 10 / 2.4
nor3_1: 22 / 3.0
o2111ai_1: 8 / 1.9
o211ai_1: 8 / 1.6
o21ai_0: 11 / 1.5
xnor2_1: 64 / 15
## per-layer routing
layer / wire, um / GRT usage [%] / vias up / share of wire (%)
met4: 142 / 2.222 / 0 / 1.6
li1: - / - / 1316 / -
met5: 0 / 0 / - / 0
met1: 4041 / 22.84 / 1261 / 46
met2: 3923 / 22.51 / 84 / 45
met3: 597 / 3.548 / 8 / 6.9
## worst max-delay path, stage by stage (launching register included)
cell and delay (ps):
dfrtp_1 420, xnor3_1 520, xnor3_1 340, xnor2_4 300, xnor3_1 470, nor3_1 350
o2111ai_1 220, xnor2_1 200, clkdlybuf4s50_1 490
## placed cells by master, fill, tap and decap left out, drive strengths merged, types with 7 or more instances in the layout
master and count:
xnor2 71, clkdlybuf4s50 66, dfrtp 48, nor2b 37
nor2 26, nor3 22, xnor3 20, o21ai 16
buf 11, xor2 11, nand2 9, o211ai 8
o2111ai 8, nor4 8, nand3 7
## sequential cells by signal, summed over array words and instances (netlist names)
signal,flops
d,32
c,16
r_sync,1
## worst max-delay path by stage
| stage | slack, ps | startpoint | cells after the start | endpoint |
|---|---|---|---|---|
| 5_1_grt | 10 | d[20] | 8 | correct_code[27] |
| 6_report | 240 | d[20] | 8 | correct_code[27] |
| 4_1_cts | 140 | d[25] | 9 | correct_code[25] |
## what timing repair did
item	CTS	global route
endpoints found under the hold margin	0	0
setup endpoints to repair	0	19
resized	0	7
## metrics by stage
step	hold WS (ps)	cells	util (%)	area, um2	worst slack [ps]
2_1_floorplan	654.3	344	-	3684	1326
3_3_place_gp	762.7	553	37.77	4537	496.9
3_5_place_dp	751.1	553	37.77	4537	462.8
4_1_cts	766.9	561	38.99	4683	141.1
5_1_grt	797.7	561	39.38	4730	9.542
6_report	757.0	561	39.38	4730	241.3
## kinds of logic (layout without fill, tap and decap cells)
| group | count (synthesis) | after routing | synth area share (%) |
|---|---|---|---|
| flip-flops | 49 | 49 | 33.15 |
| AND/OR/NAND/NOR | 132 | 132 | 20.18 |
| AND-OR/OR-AND | 35 | 35 | 6.657 |
| buffers and inverters | 17 | 87 | 2.208 |
| multiplexers | 4 | 4 | 1.121 |
| XOR/XNOR | 107 | 107 | 36.68 |
Power is estimated from default activity; no workload was simulated.

File: flow/run.sh
#!/bin/bash
# OpenROAD 26Q1-2900-gdf79404cd8, Yosys 0.63+post, stock flow scripts
make -C /OpenROAD-flow-scripts/flow DESIGN_CONFIG=/design/flow/config.mk WORK_HOME=/design/flow/orfs finish
File: flow/config.mk
export PLATFORM = sky130hd
export DESIGN_NAME = CRC16_D16
export DESIGN_NICKNAME = CRC16_D16
export VERILOG_FILES = /design/flow/design.v
export SDC_FILE = /design/flow/constraint.sdc
export NUM_CORES = 4
export LEC_CHECK = 1
export CORE_UTILIZATION = 30
File: flow/constraint.sdc
current_design CRC16_D16

set clk_period 3.2
set clk_io_pct 0.2

create_clock -name clk0 -period $clk_period [get_ports {clk}]

set non_clock_inputs [all_inputs -no_clocks]
set_input_delay [expr $clk_period * $clk_io_pct] -clock clk0 $non_clock_inputs
set_output_delay [expr $clk_period * $clk_io_pct] -clock clk0 [all_outputs]
File: flow/design.v
module CRC16_D16(
  input clk,
  input reset,
  input sync,
  input [15:0] Data,
  output [15:0] newcrc
    );
  reg [15:0] d;
  reg [15:0] c;
  reg r_sync;
  always@(posedge clk)
    r_sync<=sync;
  always@(posedge clk or posedge reset) begin
    if(reset) begin
      d<=16'd0;
      c<=16'd0;
    end
    else if(sync) begin
      d<=16'd0;
      c<=16'd0;
    end
    else if(r_sync) begin
      d <= Data;
      c <= 16'd0;
    end
    else begin
      d <= Data;
      c <= newcrc;
    end
  end
  assign newcrc[0] = d[15] ^ d[13] ^ d[12] ^ d[11] ^ d[10] ^ d[9] ^ d[8] ^ d[7] ^ d[6] ^ d[5] ^ d[4] ^ d[3] ^ d[2] ^ d[1] ^ d[0] ^ c[0] ^ c[1] ^ c[2] ^ c[3] ^ c[4] ^ c[5] ^ c[6] ^ c[7] ^ c[8] ^ c[9] ^ c[10] ^ c[11] ^ c[12] ^ c[13] ^ c[15];
  assign newcrc[1] = d[14] ^ d[13] ^ d[12] ^ d[11] ^ d[10] ^ d[9] ^ d[8] ^ d[7] ^ d[6] ^ d[5] ^ d[4] ^ d[3] ^ d[2] ^ d[1] ^ c[1] ^ c[2] ^ c[3] ^ c[4] ^ c[5] ^ c[6] ^ c[7] ^ c[8] ^ c[9] ^ c[10] ^ c[11] ^ c[12] ^ c[13] ^ c[14];
  assign newcrc[2] = d[14] ^ d[1] ^ d[0] ^ c[0] ^ c[1] ^ c[14];
  assign newcrc[3] = d[15] ^ d[2] ^ d[1] ^ c[1] ^ c[2] ^ c[15];
  assign newcrc[4] = d[3] ^ d[2] ^ c[2] ^ c[3];
  assign newcrc[5] = d[4] ^ d[3] ^ c[3] ^ c[4];
  assign newcrc[6] = d[5] ^ d[4] ^ c[4] ^ c[5];
  assign newcrc[7] = d[6] ^ d[5] ^ c[5] ^ c[6];
  assign newcrc[8] = d[7] ^ d[6] ^ c[6] ^ c[7];
  assign newcrc[9] = d[8] ^ d[7] ^ c[7] ^ c[8];
  assign newcrc[10] = d[9] ^ d[8] ^ c[8] ^ c[9];
  assign newcrc[11] = d[10] ^ d[9] ^ c[9] ^ c[10];
  assign newcrc[12] = d[11] ^ d[10] ^ c[10] ^ c[11];
  assign newcrc[13] = d[12] ^ d[11] ^ c[11] ^ c[12];
  assign newcrc[14] = d[13] ^ d[12] ^ c[12] ^ c[13];
  assign newcrc[15] = d[15] ^ d[14] ^ d[12] ^ d[11] ^ d[10] ^ d[9] ^ d[8] ^ d[7] ^ d[6] ^ d[5] ^ d[4] ^ d[3] ^ d[2] ^ d[1] ^ d[0] ^ c[0] ^ c[1] ^ c[2] ^ c[3] ^ c[4] ^ c[5] ^ c[6] ^ c[7] ^ c[8] ^ c[9] ^ c[10] ^ c[11] ^ c[12] ^ c[14] ^ c[15];
endmodule
==> reports/metrics.cfg <==
[status]
status = finished clean

[timing]
finalCritPeriodShare = 0.9799
finalSetupViolCount = 0
fmax_mhz = 318.9
relSlewSlack = 0.7062
slew_viol_final = 0
timing.hold.ws_ps = 743.0
final.min_clock_period_ps = 3136
finClkSkew_ps = 5.254
rsz0062_at_grt = yes
worstMarginPinSlew_ps = 437.6
hold_viol = 0

[critical_path]
worst_setup_path_start_kind = register
crit_arrival_ps = 2500
worst_setup_path_end_kind = primary output
critPathMaxFanout = 3
path_class = register to primary output
cp.required_ps = 2560

[global_routing]
antenna_found_initial = 0
grt_pass1_wl_um = 4678
grt_pass1_vias = 993
grt_usage = 0.1146
grt_max_degree = 33
grt-ovfl-total = 0

[synthesis]
yosys_cells = 124
flop_cell = dfrtp_1
syn-cell-area_um2 = 1603
async_reset_ff_frac = 0.9697
top_area_cell = dfrtp_1
yosysSeqAreaShare = 0.5121
synthTopCellsByArea = dfrtp_1 (50%), nor2b_1 (12%), xnor2_1 (11%)
synthCells = 124
synth-warning-count = 1
avgSynthCellArea_um2 = 12.93
synthTopCellsByCount = dfrtp_1 (32), nor2b_1 (30), xnor2_1 (21), xor2_1 (14), xnor2_2 (6)
edf_count = 0
numSynthFlops = 33
synth_cell_type_count = 14
yosysTopAreaCellShare = 0.4996
yosysMostFrequentCell = dfrtp_1
yosys_area_um2 = 1603

[cts]
clock-root-buffer = clkbuf_8
cts_buffers = 5
cts.hold.buffers_added = 0
cts_tree = done
clk_pin_slew_worst_paths_ps = 70
htreeDepth = 2
clock_latency_ps = 280
cts_sinks = 33
cts_buffer_depth = 2

[die]
fp-row-count = 26
die_w_um = 75.10
die_y_um = 75.10
fp-utilization = 0.3118
core_um2 = 5140
chipArea_um2 = 5639
ios = 35

[finish]
final_design_area_no_fill_um2 = 2192
layout-drive-gt1-share = 0.1429
syn_to_final_growth_pct = 36.77

[routing]
dr.pass1.iters = 4
viasPerCell = 3.874
wire_per_inst_um = 11.27
drtAntennaViolNets = 0
detail_route.antenna_diodes = 0
route.detailed.drc = 0
drt_wl_total_um = 2682
drt_iter0_drc = 12
num_vias = 922

[placed_design]
gp_congestion = 0.8013
dp_hpwl_um = 1924
numPortBuffers = 34
placed_area_um2 = 2042

[power]
ir_worst_vdd_uv = 334.5
p_leak_nw = 0.9412
powerDensity_nw_per_um2 = 823.4

[hold_path]
hold_class = input pin to async pin

[flow_run]
warnings = 27
drv_cap = 0

[repair_timing]
item | CTS | global route
setup endpoints to repair | 3 | 1
hold endpoints to repair | 0 | 0
pin swaps | 3 | 1
setup buffers | 3 | 0
resized | 3 | 2
[sequential cells by signal, indices dropped and copies added (netlist names)]
| name | flops |
|---|---|
| r_sync | 1 |
| d | 16 |
| c | 16 |
[cells in the final DEF, fill, tap and decap left out]
| cell type | n |
|---|---|
| clkbuf_8 | 5 |
| xor2_1 | 13 |
| dfrtp_1 | 32 |
| nor2_1 | 5 |
| xor2_2 | 2 |
| dlygate4sd2_1 | 2 |
| xor3_2 | 1 |
| inv_1 | 3 |
| or2_2 | 1 |
| dfxtp_1 | 1 |
| mux2_1 | 3 |
| nor2b_1 | 30 |
| buf_4 | 6 |
| xnor2_2 | 6 |
| xnor3_1 | 3 |
| clkdlybuf4s50_1 | 32 |
| xnor2_4 | 1 |
| xnor2_1 | 20 |
| bufinv_16 | 1 |
| clkinv_2 | 1 |
[cell families after synthesis]
family / share of synthesized area
buffers and inverters: 0.01405
DFF: 0.5121
xor gates and xnor gates: 0.3201
and+or+nand+nor: 0.1327
muxes: 0.02108
[worst paths after layout]
path | startpoint | to | slack, ps | cells past startpoint
setup / recovery | d[8] | newcrc[1] | 60 | 6
hold / removal | reset | d[10] | 740 | 3
setup reg to reg | d[8] | c[15] | 1090 | 5
hold reg to reg | c[4] | c[5] | 740 | 3
max in group asynchronous | reset | d[4] | 2150 | 3
min in group clk0 | c[4] | c[5] | 740 | 3
[where the power goes]
part	switching (mW)	total, mW	leakage (nW)	internal [mW]
registers	0.0254	0.485	0.431	0.459
clock network	0.140	0.366	0.0540	0.226
logic	0.339	0.954	0.456	0.615
[through the flow]
stage | power (mW) | utilization | instances | TNS, ps | setup slack [ps]
after CTS | 1.821 | 0.4236 | 238 | -43.38 | -43.38
after global routing | 1.949 | 0.4265 | 238 | -105.4 | -105.4
after floorplan | 0.9897 | - | 124 | 0 | 881.0
after global placement | 1.435 | 0.3973 | 228 | 0 | 200.3
final | 1.805 | 0.4265 | 238 | 0 | 64.46
after detailed placement | 1.428 | 0.3973 | 228 | 0 | 223.5
[per-layer routing]
layer	up-vias	track usage	wire, um
li1	459	-	-
met3	4	0.02714	144
met5	-	0	0
met1	430	0.1821	1300
met4	0	0.02096	31
met2	29	0.1682	1206
[worst max-delay path, stage by stage (launching register included)]
cell and delay, ps:
dfrtp_1 390, xnor2_2 280, xnor3_1 390, xor3_2 320, xor2_2 210, xnor2_1 140
clkdlybuf4s50_1 480
[final cells by class]
cell class / count / area, um^2
multi-input combinational: 85 / 785.8
inverter: 3 / 11.26
timing repair buffer: 40 / 382.9
clock inverter: 2 / 35.03
clock buffer: 5 / 68.82
fill: 506 / 2948
tap: 70 / 87.58
sequential: 33 / 820.8
Power figures rest on the tool's default switching activity, not on a simulated workload.
